$ cat flow/design.v
module data_io (
    input               sck,
    input               ss,
    input               sdi,
    output reg          downloading,    
    output reg [7:0]    index,          
    input               clk,
    input               clkref,
    output reg          wr,
    output reg [24:0]   a,
    output reg [7:0]    d
);
parameter START_ADDR = 25'h0;
reg [6:0]      sbuf;
reg [7:0]      cmd;
reg [7:0]      data;
reg [4:0]      cnt;
reg [24:0]     addr;
reg rclk;
localparam UIO_FILE_TX      = 8'h53;
localparam UIO_FILE_TX_DAT  = 8'h54;
localparam UIO_FILE_INDEX   = 8'h55;
reg       downloading_reg = 1'b0;
reg [7:0] index_reg;
always@(posedge sck, posedge ss) begin
	if(ss == 1'b1)
		cnt <= 5'd0;
	else begin
		rclk <= 1'b0;
		if(cnt != 15)
			sbuf <= { sbuf[5:0], sdi};
		if(rclk)
			addr <= addr + 25'd1;
		if(cnt < 15) 	cnt <= cnt + 4'd1;
		else cnt <= 4'd8;
		 if(cnt == 7)
			cmd <= {sbuf, sdi};
		if((cmd == UIO_FILE_TX) && (cnt == 15)) begin
			if(sdi) begin
				addr <= START_ADDR;
				downloading_reg <= 1'b1; 
			end else
				downloading_reg <= 1'b0; 
		end
		if((cmd == UIO_FILE_TX_DAT) && (cnt == 15)) begin
			data <= {sbuf, sdi};
			rclk <= 1'b1;
			a <= addr;
		end
		if((cmd == UIO_FILE_INDEX) && (cnt == 15))
			index_reg <= {sbuf[3:0], sdi};
	end
end
always@(posedge clk) begin
	reg rclkD, rclkD2;
	reg wr_int;
	rclkD <= rclk;
	rclkD2 <= rclkD;
	wr <= 0;
    downloading <= downloading_reg;
    index <= index_reg;
	if (clkref) begin
		wr_int <= 0;
		if (wr_int) begin
            d <= data;
            wr <= 1'b1;
        end
	end
	if(rclkD && !rclkD2)
		wr_int <= 1'b1;
end
endmodule
$ cat flow/run.sh
#!/bin/bash
# OpenROAD 26Q1-2900-gdf79404cd8, Yosys 0.63+post, stock flow scripts
make -C /OpenROAD-flow-scripts/flow DESIGN_CONFIG=/design/flow/config.mk WORK_HOME=/design/flow/orfs finish
$ cat flow/config.mk
export PLATFORM = sky130hd
export DESIGN_NAME = data_io
export DESIGN_NICKNAME = data_io
export VERILOG_FILES = /design/flow/design.v
export SDC_FILE = /design/flow/constraint.sdc
export NUM_CORES = 4
export LEC_CHECK = 1
export CORE_UTILIZATION = 30
$ cat flow/constraint.sdc
current_design data_io

set clk_period 1.3
set clk_io_pct 0.2

create_clock -name clk0 -period $clk_period [get_ports {clk}]
create_clock -name clk1 -period $clk_period [get_ports {sck}]

set non_clock_inputs [all_inputs -no_clocks]
set_input_delay [expr $clk_period * $clk_io_pct] -clock clk0 $non_clock_inputs
set_output_delay [expr $clk_period * $clk_io_pct] -clock clk0 [all_outputs]
==> metrics.csv <==
metric,value,unit
ant_nets,0,
place_ws,-0.762,ns
worstHoldPathType,flop to flop,
post-synth-top-area-fraction,68.0,%
grt_max_degree,31,
grt_overflow_total,0,
synth_cell_types,40,
violations,setup timing,
dr.pass1.iters,4,
wl_per_cell,13.5,um
yosysWarnings,1,
hold_slack,0.352,ns
via_per_inst,4.44,
cts-hold-fix-buffers,0,
core-area,12600,um2
grt_pass1_wl,11.4,mm
leakage,0.00210,uW
wl,7.40,mm
n_fill_cell,1101,
layout-drive-gt1-share,33.3,%
floorplan.core_util,30.8,%
rsz0062_at_grt,yes,
power_density,1250,nW/um2
arrival,2.13,ns
drv_cap,0,
synthToLayoutAreaGrowth,46.4,%
ys_seq_share,76.3,%
antenna_found_initial,0,
grtUsageTotal,11.5,%
postLayoutSetupSlackWorst,-0.780,ns
stdcell_area,5690,um2
drc_errors,0,
critPathLaunchType,flop,
largest_area_cell,edfxtp_1,
skew,0.00482,ns
core.rowCount,41,
topCellsByArea,"edfxtp_1 68%, dfxtp_1 5.1%, dfrtp_1 3.2%, xor2_1 2.0%, a21oi_1 1.5%",
die_h,116,um
warning_count,29,
drv_slew,0,
drtIter0Drc,209,
portBuffers,43,
path_class,flop to flop,
ys_ff,103,
setup_violations,80,
cp-end-kind,flop,
chipArea,13400,um2
synth.cell_area,3890,um2
mi_logic_area,986,um2
vias,2440,
grt_pass1_vias,2316,
clock_sinks,103,
synth_chip_area,3890,um2
cp_max_fo,8,
placed_area,5040,um2
yosys_most_used_dff,edfxtp_1,
synth_cells,247,
path_clk_slew,0.06,ns
ys_cells,247,
pin_count,48,
crit_required,1.35,ns
cts_tree,done,
edf_count,88,
syn_avg_cell_area,15.7,um2
status,"finished, violations left",
hold_viol_final,0,
n_antenna_cell,0,
async_flop_share,4.85,%
die_w,116,um
place_congestion,0.753,
final_util,45.1,%
seq_area,2970,um2
irDropWorstVdd,557,uV
dp_hpwl,4.66,mm
critical path: stages, from the launching register on:
cell       delay (ns)
edfxtp_1         0.36
or4b_4           0.55
or2_4            0.26
nor4_4           0.28
buf_6            0.19
clkbuf_16        0.16
final cells by class:
type / count / share of cell area (%)
Multi-Input combinational cell: 131 / 17.3
Sequential cell: 103 / 52.1
Clock inverter: 7 / 1.16
Timing Repair Buffer: 118 / 19.7
Inverter: 6 / 0.396
Clock buffer: 13 / 5.52
Tap cell: 172 / 3.78
synth_stat cells (2+ instances only):
cell type	n
inv_1	6
and2_1	6
edfxtp_1	88
nor2_1	16
or3_1	8
buf_6	2
and3_1	4
o31ai_1	4
dfrtp_1	5
or4_1	4
o21ai_0	8
nor4_1	4
nand4_1	8
mux2i_1	2
nand2_1	10
a21oi_1	12
xnor2_1	3
xor2_1	9
ha_1	3
nor3_1	2
nand3_1	7
buf_4	6
and4_1	4
dfxtp_1	10
per-layer routing:
layer | GRT usage [%] | share of wire [%] | vias to the layer above
li1 | - | - | 1198
met1 | 19.2 | 46 | 1175
met2 | 16.0 | 47 | 58
met3 | 3.84 | 5.6 | 9
met4 | 2.05 | 1.4 | 0
met5 | 0 | 0 | -
worst paths after layout:
path                       startpoint      end  slack [ns]  cells past startpoint
min in group asynchronous          ss   cnt[1]        0.48                      3
max reg2reg                    cmd[7]     a[1]       -0.78                      5
max in group clk0                d[1]     d[1]        0.03                      1
min in group clk1             sbuf[6]  data[7]        0.46                      0
min                              flop     flop        0.35                      0
min reg2reg                      flop     flop        0.35                      0
max                            cmd[7]     a[1]       -0.78                      5
max in group asynchronous          ss   cnt[2]        0.72                      3
kinds of logic after synthesis:
| family | share of synthesized area, % |
|---|---|
| buffers and inverters | 2.45 |
| AND/OR/NAND/NOR | 12.8 |
| XOR/XNOR | 2.70 |
| AND-OR/OR-AND | 4.15 |
| adder cells (fa/ha/maj) | 0.966 |
| flip-flops | 76.3 |
| other | 0.0965 |
| multiplexers | 0.515 |
power breakdown:
| part | switching (uW) | internal (uW) |
|---|---|---|
| Clock | 1160 | 1940 |
| Sequential | 35.0 | 3650 |
| Combinational | 162 | 174 |
| Total | 1360 | 5760 |
placed cells by master, fill, tap and decap left out, types with 2 or more instances in the layout:
master	count
and2_1	6
clkinv_4	2
dlymetal6s2s_1	5
clkinv_1	3
buf_12	5
inv_1	6
or4_1	4
a21oi_2	11
dfrtp_1	5
nor2_1	8
and4_1	4
or3_1	8
o21ai_0	8
nand3_1	7
xnor2_1	3
clkdlybuf4s50_1	12
and3_1	3
xor2_1	9
buf_6	8
buf_4	59
o31ai_1	4
clkbuf_16	14
mux2i_1	2
nor2_2	8
dfxtp_1	10
nand4_1	8
nand2_1	9
dlygate4sd2_1	26
edfxtp_1	88
nor4_1	3
conb_1	3
nor3_4	2
repair_timing:
| action | in CTS | in global routing |
|---|---|---|
| cloned | 2 | 3 |
| endpoints found under the hold margin | 0 | 0 |
| setup endpoints to repair | 106 | 86 |
| gates resized | 46 | 12 |
| pin swaps | 6 | 7 |
| setup buffers | 8 | 6 |
metrics by stage:
stage	setup TNS (ns)	power [uW]	std cells
floorplan	-75.17	3890	249
global placement	-53.49	4070	514
detailed placement	-55.08	4080	514
CTS	-48.86	7190	544
global route	-51.98	7370	550
finish	-47.25	7120	550
Power and IR drop assume default switching activity.
